==> flow/design.v <==
module FastClock(cin,cout);
 input cin;
 output reg cout;
 reg[31:0] count;
 parameter D = 32'd2000000;
 always @(posedge cin)
 begin
 count <= count + 32'd1;
 if (count >= (D-1)) begin
 cout <= ~cout;
 count <= 32'd0;
 end
 end
endmodule
==> flow/run.sh <==
#!/bin/bash
# OpenROAD 26Q1-2900-gdf79404cd8, Yosys 0.63+post, stock flow scripts
make -C /OpenROAD-flow-scripts/flow DESIGN_CONFIG=/design/flow/config.mk WORK_HOME=/design/flow/orfs finish
==> flow/config.mk <==
export PLATFORM = sky130hd
export DESIGN_NAME = FastClock
export DESIGN_NICKNAME = FastClock
export VERILOG_FILES = /design/flow/design.v
export SDC_FILE = /design/flow/constraint.sdc
export NUM_CORES = 4
export LEC_CHECK = 1
export CORE_AREA = 10 10 100 100
export DIE_AREA = 0 0 110 110
==> flow/constraint.sdc <==
current_design FastClock

set clk_period 3.0
set clk_io_pct 0.2

create_clock -name clk0 -period $clk_period [get_ports {cin}]

set non_clock_inputs [all_inputs -no_clocks]
set_input_delay [expr $clk_period * $clk_io_pct] -clock clk0 $non_clock_inputs
set_output_delay [expr $clk_period * $clk_io_pct] -clock clk0 [all_outputs]
==> reports/README.md <==
| Group | Parameter | This run |
|:---|:---|:---|
| outcome | Status | completed |
| cts | Number of cells upsized or downsized after cts | 0 |
| power | Net switching power figure | 0.167 mW |
| min path | Instance count along the most critical hold path | 2 |
| min path | Hold-critical path endpoint | count[20]$_SDFF_PP0_ |
| synthesis | Fraction of the yosys area taken by sequential cells | 54.9% |
| floorplan | Initial Utilization | 15.6% |
| cts | Number of clock sinks | 33 |
| critical path | WP data required | 3220 ps |
| critical path | Worst Path Arrival | 2190 ps |
| critical path | Cell with the largest stage delay on the worst path | or4_1 |
| cts | Setup Fix Bufs, Post-CTS | 0 |
| final timing | Count of endpoints failing setup in the final report | 0 |
| floorplan | Overall die height | 110 um |
| critical path | Setup slack, reg-to-reg | 1020 ps |
| cts | Inserted Clock Buffers | 5 |
| route | Starting DRC count in detailed routing | 67 |
| route | Number of diodes | 0 |
| route | Vias after detailed routing | 883 |
| synthesis | Yosys stat area | 0.00122 mm^2 |
| floorplan | Horiz. Die Dim | 110 um |
| run | Max-cap violation count | 0 |
| synthesis | Number of flops mapped to enable cells by yosys | 1 |
| critical path | Nature of the critical path endpoint | flip-flop |
| cts | Count of hold-fix buffers inserted at cts | 0 |
| global route | Global-route usage over all layers | 3.56% |
| final timing | Final max-slew violation count | 0 |
| synthesis | # Cells Yosys | 129 |
| synthesis | Synthesized area per cell | 9.47 um^2 |
| critical path | CP peak stage delay | 570 ps |
| cts | CTS tree | done |
| cts | CTS clk-pin slew, worst paths | 70 ps |
| floorplan | Area enclosed by the die boundary | 0.0121 mm^2 |
| critical path | Crit Path Max Fanout | 8 |
| synthesis | Main synth FF type | dfxtp_1 |
| min path | Class of the tightest hold or removal check | reg2reg |
| cts | Source-to-sink clock delay at the later pin of the worst-skew pair | 280 ps |
| final timing | RSZ-0062 raised after global routing | no |
| cts | Buffer depth of the longest clock path | 2 |
| final timing | Final Hold Vio Count | 0 |
| route | Pre-Repair DR Iteration Count | 4 |
| synthesis | Yosys warns | 1 |
| final timing | Shortest clock period the worst path allows after layout | 1980 ps |
| final timing | Part of the cycle the worst path needs | 65.9% |
| route | Wirelength per Cell | 7.78 um |
| final timing | Total Negative Setup Slacks | 0 ps |
| power | Switching power as a share of total power | 19.3% |
| final layout | Most common library cell in the layout ignoring fill and taps | dfxtp_1 |
| floorplan | Top-Level Pins | 2 |
| route | Via/cell ratio | 3.56 |
| power | Part of the total power dissipated in the clock network | 47.6% |
| synthesis | Proportion of synthesized flip-flops having asynchronous set or reset | 0% |
| power | Part of the power in registers | 52.1% |
| placed design | Post-detailed-placement half-perimeter wirelength | 1.29 mm |
| power | Power after layout | 0.864 mW |
| power | Static Leak | 0.476 nW |
| critical path | Cell depth of the worst flop-to-flop path | 5 |
| final layout | Post-synthesis to final-layout area growth | 23.7% |
| global route | Number of global-route vias before repair | 788 |
| critical path | Kind of critical path | reg2reg |
| final layout | Proportion of layout cells with a drive suffix above 1 | 8.90% |
| route | Post-DRT Antenna Nets | 0 |
| cts | Clk root buf | clkbuf_8 |
| synthesis | Number of distinct library cell variants in the gate-level netlist after synthesis | 27 |
| power | Internal cell power | 0.697 mW |
| route | DRC | 0 |
| power | Pwr dens | 572 mW/mm^2 |
| placed design | RePlAce Congestion | 0.796 |
| power | Combinational share of power | 0.3% |
| final layout | Fillers | 864 |
| critical path | CP cell instances | ha_1 > and3_2 > nand4_1 > or4_1 > a21oi_1 |
| final timing | Max Freq | 506 MHz |
| floorplan | Floorplan row count | 32 |
| cts | CTS HTree Levels | 2 |
| floorplan | Core area | 0.00781 mm^2 |
| critical path | Startpoint Class | flip-flop |
| synthesis | Netlist area before placement | 0.00122 mm^2 |
| global route | Maximum number of pins on one net before global-route repair | 14 |
| critical path | R2r endpoint | count[18]$_SDFF_PP0_ |
| power | Peak ir drop on the vdd network | 0.343 mV |
| final layout | Most used cells in the layout excluding fill and tap cells | dfxtp_1 (32), nor2_1 (15), conb_1 (11), a21oi_1 (9) |
| min path | Worst Hold Launch | count[20]$_SDFF_PP0_ |
| critical path | R2R Path Start | count[0]$_SDFF_PP0_ |
| global route | Total gr overflow | 0 |
| route | Aggregate routed wire length | 1.93 mm |
| run | Tool warnings | 25 |
| placed design | Port Buf Inserts | 1 |
| synthesis | Flip-flop and latch count after synthesis | 33 |
| final layout | Number of non-filler instances in the completed layout | 248 |
| global route | Wire length of the first global-routing pass | 3.59 mm |
| final layout | Util after Layout | 19.3% |
| final timing | Final setup skew | 4.57 ps |
| placed design | Total instance count after detailed placement | 240 |
| synthesis | Number of instances in the synthesized netlist | 129 |
| global route | Antenna violations before repair | 0 |
routing by layer:
| metal | vias to the layer above | wire length, um | GRT usage (%) |
|---|---|---|---|
| met3 | 5 | 81 | 1.41 |
| met1 | 401 | 988 | 4.87 |
| met4 | 0 | 42 | 0.743 |
| li1 | 470 | - | - |
| met5 | - | 0 | 0 |
| met2 | 7 | 816 | 5.21 |
cell usage after synthesis (all sizes together), types with 2 or more instances:
| library cell | n | area share, % |
|---|---|---|
| a21oi | 9 | 3.7 |
| and3 | 4 | 2.2 |
| and4 | 2 | 1.4 |
| clkbuf | 3 | 0.92 |
| dfxtp | 32 | 52 |
| inv | 7 | 2.2 |
| nand2 | 4 | 1.2 |
| nand3 | 7 | 3.3 |
| nand4 | 5 | 2.6 |
| nor2 | 15 | 4.6 |
| nor3 | 3 | 1.2 |
| nor4 | 2 | 1.0 |
| o21ai | 6 | 2.5 |
| o31ai | 2 | 1.2 |
| or3 | 7 | 3.6 |
| or4 | 3 | 1.8 |
| xnor2 | 6 | 4.3 |
| xor2 | 5 | 3.6 |
cell families after synthesis:
logic type	synth area share (%)
AOI/OAI and AO/OA	8.91
buffers and inverters	3.48
and+or+nand+nor	23.5
xor gates and xnor gates	7.89
other	0.307
DFF	54.9
adders and majority gates	1.02
stage by stage:
step / instance area, um^2 / hold WS [ps] / setup WS (ps)
after floorplan: 1260 / 421 / 1260
after global placement: 1400 / 435 / 1090
after detailed placement: 1400 / 443 / 1100
after CTS: 1510 / 460 / 1050
after global routing: 1510 / 505 / 953
final: 1510 / 457 / 1020
critical path: cells and delay by family (launching register included):
family | cells | cell delay, ps
adder cells (fa/ha/maj) | 1 | 260
AND-OR/OR-AND | 1 | 140
AND/OR/NAND/NOR | 3 | 1140
flip-flops | 1 | 380
flip-flops by register name (all words and copies together), names as in the netlist:
| signal | cells |
|---|---|
| count | 32 |
| cout | 1 |
layout make-up:
cell class                      count  area (um^2)  area share [%]
Tap cell                          102          128            8.45
Clock inverter                      3         46.3            3.07
Timing Repair Buffer                3         25.0            1.66
Multi-Input combinational cell     95          546            36.1
Clock buffer                        5         68.8            4.56
Inverter                            7         26.3            1.74
Sequential cell                    33          671            44.4
how the worst max path moves through the flow:
stage	start	endpoint	slack, ps	cells after the start
final	count[0]$_SDFF_PP0_	count[18]$_SDFF_PP0_	1020	5
after global routing	count[0]$_SDFF_PP0_	count[18]$_SDFF_PP0_	950	5
after CTS	count[0]$_SDFF_PP0_	count[18]$_SDFF_PP0_	1050	5
power by group through the flow:
| stage | clock [mW] | combinational [mW] | sequential (mW) |
|---|---|---|---|
| final | 0.411 | 0.00244 | 0.450 |
| after global routing | 0.451 | 0.00357 | 0.450 |
| after CTS | 0.426 | 0.00256 | 0.450 |
Power figures rest on the tool's default switching activity, not on a simulated workload.
