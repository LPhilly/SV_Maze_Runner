File: ./run.sh
#!/bin/bash
# OpenROAD 26Q1-2900-gdf79404cd8, Yosys 0.63+post, stock flow scripts
make -C /OpenROAD-flow-scripts/flow DESIGN_CONFIG=/design/flow/config.mk WORK_HOME=/design/flow/orfs finish
File: ./config.mk
export PLATFORM = sky130hd
export DESIGN_NAME = spi_control
export DESIGN_NICKNAME = spi_control
export VERILOG_FILES = /design/flow/design.v
export SDC_FILE = /design/flow/constraint.sdc
export NUM_CORES = 4
export LEC_CHECK = 1
export CORE_UTILIZATION = 50
File: ./constraint.sdc
current_design spi_control

set clk_period 2.7
set clk_io_pct 0.2

create_clock -name clk0 -period $clk_period [get_ports {clk}]
create_clock -name clk1 -period $clk_period [get_ports {spi_clk}]

set non_clock_inputs [all_inputs -no_clocks]
set_input_delay [expr $clk_period * $clk_io_pct] -clock clk0 $non_clock_inputs
set_output_delay [expr $clk_period * $clk_io_pct] -clock clk0 [all_outputs]
File: ./design.v
module spi_control#(
        parameter SPI_CLK_FREQ  = 2_000_000,
        parameter UPDATE_FREQ   = 50
    )(
        input                   reset_n,
        input                   clk,
        input                   spi_clk,  
        input                   spi_clk_out,
        output                  data_update,
        output [15:0]           data_x,
        output [15:0]           data_y,
        output                  SPI_SDI,
        input                   SPI_SDO,
        output                  SPI_CSN,
        output                  SPI_CLK,
        input [1:0]             interrupt  
    );
localparam TIMECOUNT = SPI_CLK_FREQ / UPDATE_FREQ;
localparam SDI_WIDTH = 16;
localparam SDO_WIDTH = 8;
localparam WRITE_MODE      = 2'b00;
localparam READ_MODE       = 2'b10;
localparam INI_NUMBER      = 4'd11;
localparam   IDLE            = 0;
localparam   TRANSFER        = 1;
localparam   INTERACT        = 2;
localparam   BW_RATE         = 6'h2c;
localparam   POWER_CONTROL   = 6'h2d;
localparam   DATA_FORMAT     = 6'h31;
localparam   INT_ENABLE      = 6'h2E;
localparam   INT_MAP         = 6'h2F;
localparam   THRESH_ACT      = 6'h24;
localparam   THRESH_INACT    = 6'h25;
localparam   TIME_INACT      = 6'h26;
localparam   ACT_INACT_CTL   = 6'h27;
localparam   THRESH_FF       = 6'h28;
localparam   TIME_FF         = 6'h29;
localparam   INT_SOURCE      = 6'h30;  
localparam   X_LB            = 6'h32;  
localparam   X_HB            = 6'h33;  
localparam   Y_LB            = 6'h34;  
localparam   Y_HB            = 6'h35;  
localparam   Z_LB            = 6'h36;  
localparam   Z_HB            = 6'h37;  
reg  [3:0]              init_index;
reg  [SDI_WIDTH-3:0]    write_data;
reg  [SDI_WIDTH-1:0]    data_tx;
reg                     start;
wire                    done;
wire [SDO_WIDTH-1:0]    data_rx;
reg  [1:0]              spi_state;
reg data_update_internal;
reg [1:0] data_update_shift;
reg  [$clog2(TIMECOUNT)-1:0]   sample_count;  
wire sample;
reg [2:0] read_index;
reg [7:0] read_command;
localparam LAST_READ_COMMAND = 4;
reg [7:0] data_storage [3:0];
assign data_x = {data_storage[1], data_storage[0]};
assign data_y = {data_storage[3], data_storage[2]};
spi_serdes serdes (
        .reset_n        (reset_n),
        .spi_clk        (spi_clk),
        .spi_clk_out    (spi_clk_out),
        .data_tx        (data_tx),
        .start          (start),
        .done           (done),
        .data_rx        (data_rx),
        .SPI_SDI        (SPI_SDI),
        .SPI_SDO        (SPI_SDO),
        .SPI_CSN        (SPI_CSN),
        .SPI_CLK        (SPI_CLK)
    );
always @ (*) begin
    case (init_index)
        0       : write_data = {THRESH_ACT,     8'h20};
        1       : write_data = {THRESH_INACT,   8'h03};
        2       : write_data = {TIME_INACT,     8'h01};
        3       : write_data = {ACT_INACT_CTL,  8'h7f};
        4       : write_data = {THRESH_FF,      8'h09};
        5       : write_data = {TIME_FF,        8'h46};
        6       : write_data = {BW_RATE,        8'h09};
        7       : write_data = {INT_ENABLE,     8'h10};
        8       : write_data = {INT_MAP,        8'h10};
        9       : write_data = {DATA_FORMAT,    8'h00};
        default : write_data = {POWER_CONTROL,  8'h08};
    endcase
end
always @(*) begin
    case (read_index)
        0 : read_command = {READ_MODE, X_LB};
        1 : read_command = {READ_MODE, X_HB};
        2 : read_command = {READ_MODE, Y_LB};
        3 : read_command = {READ_MODE, Y_HB};
        default : read_command = {READ_MODE, INT_SOURCE};
    endcase
end
assign sample = (sample_count == TIMECOUNT - 1);
always @(posedge spi_clk or negedge reset_n) begin
    if (!reset_n) begin
        sample_count <= 0;
    end else begin
        if (sample) begin
            sample_count <= 0;
        end else begin
            sample_count <= sample_count + 1'b1;
        end
    end 
end
always@(posedge spi_clk or negedge reset_n) begin
    if(!reset_n) begin
        init_index              <= 4'b0;
        start                   <= 1'b0;
        spi_state               <= IDLE;
        read_index              <= 0;
        data_update_internal    <= 1'b0;
    end else if(init_index < INI_NUMBER) begin
        case(spi_state)
            IDLE : begin
                data_tx   <= {WRITE_MODE, write_data};
                start     <= 1'b1;
                spi_state <= TRANSFER;
            end
            TRANSFER : begin
                if (done) begin
                    init_index  <= init_index + 4'b1;
                    start       <= 1'b0;
                    spi_state   <= IDLE;
                end
            end
        endcase
     end else begin
        case(spi_state)
            IDLE : begin
                data_update_internal    <= 1'b0;
                read_index              <= 0;
                start                   <= 1'b0;
                if (sample) begin
                    spi_state <= INTERACT;
                end
            end
            INTERACT : begin
                data_tx[15:8] <= read_command;
                if (read_index > 0) begin
                    data_storage[read_index - 1'b1] <= data_rx;
                end
                start <= 1'b1;
                spi_state <= TRANSFER;
            end
            TRANSFER : begin
                if (done) begin
                    start <= 1'b0;
                    if (read_index == LAST_READ_COMMAND) begin
                        data_update_internal <= 1'b1;
                        spi_state   <= IDLE;
                    end else begin
                        read_index  <= read_index + 1'b1;
                        spi_state   <= INTERACT;
                    end
                end
            end
            default: begin
                spi_state <= IDLE;
            end
        endcase
    end
end
always @(posedge clk) begin
    data_update_shift <= {data_update_shift[0], data_update_internal};
end
assign data_update = data_update_shift == 2'b01;
endmodule
module spi_serdes(
        input                       reset_n,
        input                       spi_clk,
        input                       spi_clk_out,
        input       [15:0]          data_tx,
        input                       start,
        output                      done,
        output reg  [7:0]           data_rx,
        output                      SPI_SDI,
        input                       SPI_SDO,
        output                      SPI_CSN,
        output                      SPI_CLK
    );
localparam  IDLE = 0;  
localparam WRITE = 1;  
localparam  READ = 2;  
localparam STALL = 3;  
reg [1:0]  state = IDLE;
reg [3:0]  count;
reg [15:0] data_tx_reg;
reg read;
wire spi_active;
assign spi_active = (state == READ || state == WRITE);
assign SPI_CSN = ~(spi_active || start);
assign SPI_CLK = spi_active ? spi_clk_out : 1'b1;
assign SPI_SDI = (state == WRITE) ? data_tx_reg[count] : 1'b1;
assign done    = (state == STALL);
always @(posedge spi_clk or negedge reset_n) begin
    if (reset_n == 1'b0) begin
        state <= IDLE;
    end else begin
        case (state)
            IDLE : begin
                count <= 4'hf;
                if (start) begin
                    read        <= data_tx[15];
                    data_tx_reg <= data_tx;
                    state       <= WRITE;
                end
            end
            WRITE : begin
                count <= count - 4'b0001;
                if (read && (count == 8)) begin
                    state <= READ;
                end else if (count == 0) begin
                    state <= STALL;
                end
            end
            READ : begin
                count <= count - 4'b0001;
                data_rx <= {data_rx[6:0],SPI_SDO};
                if (count == 0) begin
                    state <= STALL;
                end
            end
            STALL: state <= IDLE;
        endcase
    end
end
endmodule
==> run_summary.xml <==
<?xml version="1.0" encoding="UTF-8"?>
<metrics>
  <group name="layout">
    <metric name="top_register" unit="">data_storage</metric>
    <metric name="area_delta_synth_final" unit="%">19.01</metric>
    <metric name="final_layout_size_suffix_gt1_share" unit="%">9.471</metric>
    <metric name="final_core_util" unit="%">62.68</metric>
    <metric name="largest_register_ff_count" unit="">32</metric>
    <metric name="layout_top_cell" unit="">sky130_fd_sc_hd__edfxtp_1</metric>
    <metric name="num-fill-cells" unit="">604</metric>
    <metric name="largestRegisters" unit="">data_storage (32), sample_count (16)</metric>
    <metric name="leading_cell_types_in_the_layout_fill_and_taps_excluded" unit="">sky130_fd_sc_hd__edfxtp_1, sky130_fd_sc_hd__clkdlybuf4s50_1, sky130_fd_sc_hd__dfrtp_1</metric>
  </group>
  <group name="pwr">
    <metric name="power.sequential.fraction" unit="%">60.9</metric>
    <metric name="power_frac_comb" unit="%">1.0</metric>
    <metric name="max-vdd-ir-drop" unit="mV">0.3352</metric>
    <metric name="power_switching" unit="µW">577.7</metric>
    <metric name="clock_power_share" unit="%">38.1</metric>
    <metric name="switching_share" unit="%">21.66</metric>
    <metric name="power_density_over_the_cells" unit="mW/mm²">542.4</metric>
    <metric name="p_int" unit="µW">2090</metric>
    <metric name="total_leakage_power" unit="µW">0.001846</metric>
  </group>
  <group name="placed_design">
    <metric name="dp_hpwl" unit="µm">4562</metric>
    <metric name="io_buffer_count" unit="">39</metric>
    <metric name="gp_routability_congestion" unit="">0.8310</metric>
  </group>
  <group name="synthesis">
    <metric name="yosys_most_used_dff" unit="">sky130_fd_sc_hd__edfxtp_1</metric>
    <metric name="synth-warning-count" unit="">3</metric>
    <metric name="enable_flop_cells" unit="">68</metric>
    <metric name="synth_area_per_cell" unit="µm²">13.78</metric>
    <metric name="ys_seq_share" unit="%">68.57</metric>
    <metric name="postSynthRegisterBits" unit="">100</metric>
    <metric name="yosysCellCount" unit="">300</metric>
    <metric name="post_synth_inst_count" unit="">300</metric>
    <metric name="post_synth_num_cell_types" unit="">45</metric>
    <metric name="syn_area" unit="mm²">0.004133</metric>
    <metric name="synthArstFlopShare" unit="%">30.00</metric>
    <metric name="yosys-stat-area" unit="mm²">0.004133</metric>
  </group>
  <group name="timing">
    <metric name="timing.slew.headroom" unit="%">58.42</metric>
    <metric name="final_hold_viol_count" unit="">0</metric>
    <metric name="finalSetupTns" unit="ps">0</metric>
    <metric name="drv_slew" unit="">0</metric>
    <metric name="grt_setup_unrepaired" unit="">false</metric>
    <metric name="report.final.setup_viol" unit="">0</metric>
    <metric name="tightest_pin_transition" unit="ps">618.1</metric>
    <metric name="layout_skew" unit="ps">6.355</metric>
  </group>
  <group name="worst_setup_path">
    <metric name="cp.buffers_inverters" unit="">1</metric>
    <metric name="cp.arrival" unit="ps">2410</metric>
    <metric name="start_kind" unit="">register</metric>
    <metric name="timing.critical_path.fanout_max" unit="">9</metric>
    <metric name="endpoint_kind" unit="">register</metric>
    <metric name="critical-path-top-delay-family" unit="">simple AND/OR/NAND/NOR gates</metric>
    <metric name="crit_type" unit="">reg -&gt; reg</metric>
    <metric name="timing.critical_path.cells" unit="">ha_1 -&gt; o21ai_0 -&gt; inv_1 -&gt; nand3_1 -&gt; a21oi_1 -&gt; and2_1</metric>
    <metric name="worst_path_largest_cell_delay" unit="ps">510</metric>
    <metric name="crit_slowest_cell" unit="">sky130_fd_sc_hd__dfrtp_1</metric>
    <metric name="worstPathRequired" unit="ps">2720</metric>
  </group>
  <group name="floorplan">
    <metric name="fp.dieArea" unit="mm²">0.008633</metric>
    <metric name="core_area" unit="mm²">0.007848</metric>
    <metric name="core.rowCount" unit="">32</metric>
    <metric name="fp.dieW" unit="µm">92.92</metric>
    <metric name="core_util_floorplan" unit="%">52.66</metric>
    <metric name="chipHeight" unit="µm">92.92</metric>
    <metric name="io-pin-count" unit="">43</metric>
  </group>
  <group name="route">
    <metric name="antenna_violating_nets_post_route" unit="">0</metric>
    <metric name="first_pass_iters" unit="">4</metric>
    <metric name="detailroute.via_count" unit="">2392</metric>
    <metric name="antenna_cells" unit="">0</metric>
    <metric name="dr.first_iter.drc_count" unit="">61</metric>
    <metric name="vias_per_cell" unit="">5.189</metric>
    <metric name="drc_violations_left" unit="">0</metric>
    <metric name="post_drt_wl_per_cell" unit="µm">14.30</metric>
    <metric name="finalWirelength" unit="µm">6590</metric>
  </group>
  <group name="global_route">
    <metric name="grt_pass1_wl" unit="µm">11160</metric>
    <metric name="grtUsageTotal" unit="%">18.01</metric>
    <metric name="grt_overflow" unit="">0</metric>
    <metric name="antenna_found_initial" unit="">0</metric>
    <metric name="first_global_vias" unit="">2291</metric>
    <metric name="grt_start_max_net_pins" unit="">20</metric>
  </group>
  <group name="run_status">
    <metric name="outcome" unit="">complete, no violations</metric>
  </group>
  <group name="flow_run">
    <metric name="maxCapViolations" unit="">0</metric>
    <metric name="warnings" unit="">39</metric>
  </group>
  <group name="hold_path">
    <metric name="min-delay-path-class" unit="">reg -&gt; reg</metric>
  </group>
  <group name="cts">
    <metric name="tritoncts_clock_tree" unit="">done</metric>
    <metric name="clk_pin_slew_worst_setup_hold_paths" unit="ps">100</metric>
    <metric name="ctsHoldBuffers" unit="">0</metric>
    <metric name="clkSinkCount" unit="">100</metric>
  </group>
</metrics>
metal layers:
layer  global-route usage (%)  vias to the layer above  routed length, µm
met1                    35.04                     1115               3449
met4                    2.692                        0                104
li1                         -                     1215                  -
met3                    4.261                       10                281
met2                    23.90                       52               2755
met5                        0                        -                  0
synthesized netlist by cell type, drive strengths merged, types with 5 or more instances:
cell / n / area [µm²]
xor2: 5 / 43.79
nor4: 6 / 52.55
o21ai: 8 / 40.04
inv: 14 / 52.55
dfrtp: 29 / 725.7
nand3: 12 / 65.06
a21oi: 10 / 50.05
ha: 16 / 200.2
edfxtp: 68 / 2042
nor2b: 5 / 31.28
xnor2: 11 / 96.34
nor2: 22 / 82.58
a31oi: 6 / 37.54
nand2b: 6 / 37.54
nand2: 24 / 90.09
buf: 5 / 25.02
cell families after synthesis:
kind of cell	count (synthesis)	synth area share, %
DFF	100	68.57
and+or+nand+nor	96	12.08
AOI/OAI and AO/OA	46	7.236
buffers and inverters	21	2.059
xor gates and xnor gates	16	3.391
adders and majority gates	16	4.844
muxes	5	1.816
power by group through the flow:
stage | logic [µW] | registers, µW | clock network [µW]
6_report | 25.5 | 1630 | 1020
5_1_grt | 29.6 | 1630 | 1100
4_1_cts | 25.8 | 1630 | 1050
timing repair:
item,in CTS,in global routing
setup endpoints to repair,1,1
setup buffers,1,1
pin swaps,0,2
resized,1,1
per-stage QoR:
| stage | worst slack [ps] | total power (µW) | hold slack [ps] | cells | cell area, µm² |
|---|---|---|---|---|---|
| after floorplan | 576.1 | 1666 | 244.4 | 300 | 4133 |
| after global placement | 321.1 | 1684 | 334.7 | 440 | 4663 |
| after detailed placement | 292.9 | 1685 | 339.8 | 440 | 4663 |
| after CTS | 19.52 | 2702 | 347.8 | 460 | 4908 |
| after global routing | 65.66 | 2758 | 360.7 | 461 | 4918 |
| final | 308.3 | 2668 | 344.2 | 461 | 4918 |
path summary, 6_finish.rpt:
check	slack, ps	cells past startpoint	endpoint	from
setup / recovery	310	6	data_storage[0][3]	init_index[0]
hold / removal	340	0	data_update_shift[1]	data_update_shift[0]
setup reg to reg	310	6	data_storage[0][3]	init_index[0]
hold reg to reg	340	0	data_update_shift[1]	data_update_shift[0]
max in group clk0	380	4	SPI_CSN	serdes.state[0]
max in group asynchronous	1690	3	sample_count[7]	reset_n
min in group clk1	420	0	serdes.data_tx_reg[4]	data_tx[4]
min in group asynchronous	530	2	spi_state[1]	reset_n
cell type report:
class,instances,area [µm²],share of cell area (%)
clock inverters,7,72.57,1.475
multi-input cells,179,1214,24.68
repair buffers,47,452.9,9.209
clock buffers,12,165.2,3.358
well taps,102,127.6,2.595
flip-flops and latches,100,2834,57.62
inverters,14,52.55,1.068
Power figures rest on the tool's default switching activity, not on a simulated workload.
